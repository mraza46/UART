--- config.mk ---
export PLATFORM = sky130hd
export DESIGN_NAME = tx_fifo
export DESIGN_NICKNAME = tx_fifo
export VERILOG_FILES = /design/flow/design.v
export SDC_FILE = /design/flow/constraint.sdc
export NUM_CORES = 4
export LEC_CHECK = 1
export CORE_AREA = 10 10 70 70
export DIE_AREA = 0 0 80 80
--- constraint.sdc ---
current_design tx_fifo

set clk_period 1.6
set clk_io_pct 0.2

create_clock -name clk0 -period $clk_period [get_ports {clk}]

set non_clock_inputs [all_inputs -no_clocks]
set_input_delay [expr $clk_period * $clk_io_pct] -clock clk0 $non_clock_inputs
set_output_delay [expr $clk_period * $clk_io_pct] -clock clk0 [all_outputs]
--- design.v ---
module tx_fifo(clk, rst, wr_xmt_fifo, rd_mem_data, load_ps, rd_fifo_data, xf_full, xf_empty);
  input clk,rst;
  input wr_xmt_fifo;
  input [7:0]rd_mem_data;
  input load_ps;
  output reg [7:0]rd_fifo_data;
  output reg xf_full;
  output reg xf_empty;
  reg [7:0] fifo_mem2 [0:7];
  reg [2:0] wr_ptr,rd_ptr;
  always @(posedge clk or posedge rst) begin
    if (rst) begin
      wr_ptr <= 3'b000;
    end else if (wr_xmt_fifo)
      wr_ptr <= wr_ptr + 1;
    else if(wr_ptr == rd_ptr)
      wr_ptr <= 3'b000;
  end
  always @(posedge clk or posedge rst) begin
    if (rst) begin
      rd_ptr <= 3'b000;
    end else if (load_ps)
      rd_ptr <= rd_ptr + 1;
    else if(wr_ptr == rd_ptr)
      rd_ptr <= 3'b000;
  end
  always @(*) begin
    if (wr_xmt_fifo)
      fifo_mem2[wr_ptr] = rd_mem_data;
    if (load_ps)
      rd_fifo_data = fifo_mem2[rd_ptr];
  end
  always @(*) begin
    xf_full = (wr_ptr == 7)? 1:0;
    xf_empty = (wr_ptr == 0)? 1:0;
  end
endmodule
--- run.sh ---
#!/bin/bash
# OpenROAD 26Q1-2900-gdf79404cd8, Yosys 0.63+post, stock flow scripts
make -C /OpenROAD-flow-scripts/flow DESIGN_CONFIG=/design/flow/config.mk WORK_HOME=/design/flow/orfs finish
==> run_results.csv <==
group,metric,value,unit
status,status,"finished clean",
global_route,grt-ovfl-total,0,
logic_synthesis,avgSynthCellArea,11.0,µm²
detailed_routing,firstDrtPassIters,4,
placement,hpwl,990,µm
clocking,holdBufCountCts,0,
detailed_routing,drt_iter0_drc,42,
clocking,cts_max_level,1,
logic_synthesis,syn_inst,45,
floorplanning,rows,21,
logic_synthesis,top_cell_area_share,30.5,%
logic_synthesis,compound_area_share,13.7,%
floorplanning,die_y,80,µm
detailed_routing,via_count,442,
detailed_routing,wl_per_cell,9.72,µm
sta,rsz0062_at_grt,"no",
worst_setup_path,crit_arrival,1220,ps
worst_setup_path,regToRegStartpoint,"wr_ptr[0]",
floorplanning,fp-utilization,14.4,%
run,cap_violations,0,
global_route,grt_pass1_wl,1780,µm
power,seq_power_share,29.6,%
logic_synthesis,yosys_warnings,2,
global_route,grt_pass1_vias,424,
clocking,cts-root-buf,"clkbuf_4",
logic_synthesis,syn_area,493,µm²
placement,dp.cells,114,
logic_synthesis,top_cell,"dlxtp_1",
detailed_routing,viasPerCell,3.59,
clocking,cts_made_buffers,3,
detailed_routing,n_antenna_cell,0,
logic_synthesis,simple_gate_share,7.11,%
clocking,path_clk_slew,40,ps
sta,report.final.slew_viol_count,0,
logic_synthesis,edf_count,0,
final_layout,fillers,365,
logic_synthesis,async_reset_ff_share,42.9,%
floorplanning,chipArea,6400,µm²
sta,finalClockPeriodUsage,96.1,%
power,swShare,39.6,%
sta,hold_violations,0,
run,warnings,27,
floorplanning,core,3420,µm²
sta,fin_setup_tns,0,ps
clocking,clock_latency,230,ps
sta,worst_pin_slew,371,ps
detailed_routing,routed_wl,1200,µm
worst_setup_path,cp-startpoint,"wr_ptr[0]",
floorplanning,die_x,80,µm
worst_setup_path,path_class,"flop to output port",
power,internal_power,0.679,mW
placement,io_buffer_count,21,
power,total_power,1.13,mW
placement,gp_congestion,0.768,
placement,dpl_worst_slack,91.9,ps
worst_setup_path,path_max_fanout,2,
logic_synthesis,adder_share,10.2,%
logic_synthesis,xor_share,8.38,%
sta,untimed_endpoints,16,
final_layout,fin_cells,123,
worst_setup_path,rr_worst_depth,6,
sta,slew_headroom,75.2,%
power,p_switching,0.446,mW
detailed_routing,postRouteAntennaNets,0,
floorplanning,ios,22,
min_path,hold_path_class,"input port to asynchronous set/reset pin",
worst_setup_path,cp-start-kind,"flop",
power,comb_power_share,58.9,%
logic_synthesis,post_synth_main_area_contributors,"dfrtp_1 30%, dlxtp_1 24%, ha_1 10%",
global_route,grt_max_degree,10,
logic_synthesis,synth_top_cell_by_area,"dfrtp_1",
detailed_routing,drc_errors,0,
logic_synthesis,numSynthFlops,14,
worst_setup_path,required,1280,ps
logic_synthesis,top_logic_kind,"AND-OR/OR-AND gates",
final_layout,synthToLayoutAreaGrowth,77.4,%
sta,setup_viol,0,
logic_synthesis,ys_types,18,
sta,unclocked_pins,8,
power,clkPwrFrac,11.5,%
power,cellLeakagePower,0.402,nW
sta,fmax,651,MHz
logic_synthesis,yosysCellCount,45,
logic_synthesis,ys_area,493,µm²
global_route,antenna_found_initial,0,
logic_synthesis,synth.top_cells.by_count,"8 x dlxtp_1, 6 x dfrtp_1, 5 x inv_1",
global_route,grt_use_total,3.44,%
final_layout,drive_gt1_share,22.1,%
clocking,clockBufferDepth,2,
power,ir_drop,316,µV
clocking,cts_tree,"yes",
worst_setup_path,worstSetupEndpointType,"output port",
sta,min_period,1540,ps
logic_synthesis,mux_area_share,2.03,%
sta,fin_ws,63.1,ps
power,p_per_area,1290,nW/µm²
logic_synthesis,ys.flop_type,"dlxtp_1",
sta,skew,3.13,ps
## cell families after synthesis
logic type               Yosys count
flip-flops                         6
adder cells (fa/ha/maj)            4
latches                            8
buffers and inverters              5
AND-OR/OR-AND                     10
XOR/XNOR                           3
AND/OR/NAND/NOR                    8
multiplexers                       1
## worst paths after layout
check	endpoint	slack [ps]
min	wr_ptr[0]	290
max	xf_empty	60
min reg2reg	wr_ptr[1]	560
max in group asynchronous	rd_ptr[2]	1120
min in group clk0	wr_ptr[1]	560
max reg2reg	wr_ptr[0]	120
## layout by cell type, fill, tap and decap left out
master and instances:
a21o_1 1, a21oi_1 1, a31oi_1 1, and2b_1 1, buf_4 6, buf_6 2
clkbuf_4 3, clkdlybuf4s15_1 1, clkdlybuf4s50_1 19, dfrtp_1 6, dlxtp_1 8, dlygate4sd2_1 1
ha_1 2, ha_2 1, ha_4 1, inv_1 4, inv_4 1, mux2i_1 1
nand2_1 4, nand3_1 1, nor2_1 2, o21ai_0 2, o21ai_1 1, o311ai_1 2
o311ai_2 1, o31ai_1 1, xor2_1 1, xor2_2 2
## metal layers
metal	vias to the layer above	global-route usage [%]	wire [µm]
li1	220	-	-
met1	207	4.26	554
met2	15	5.30	505
met3	0	1.82	136
met4	0	0.528	0
met5	-	0	0
## final cells by class
type	count	area, µm²	area share (%)
tap	46	57.6	6.58
multi-input combinational	26	226	25.9
timing repair buffer	29	277	31.6
inverter	5	21.3	2.43
clock buffer	3	22.5	2.58
sequential	14	270	30.9
## registers in the layout, indices dropped and copies added (netlist names)
name and count:
rd_fifo_data 8, rd_ptr 3, wr_ptr 3
## metrics by stage
stage | hold WS [ps] | utilization (%) | instance area (µm²)
6_report | 292 | 25.6 | 875
5_1_grt | 320 | 25.6 | 875
4_1_cts | 293 | 24.3 | 831
3_5_place_dp | 551 | 22.7 | 776
3_3_place_gp | 547 | 22.7 | 776
2_1_floorplan | 111 | - | 493
## worst max-delay path: stages, from the launching register on
cell and delay (ps):
dfrtp_1 390, buf_6 120, inv_1 80, ha_4 120, and2b_1 110, clkdlybuf4s15_1 160
## power groups by stage
| stage | clock (mW) | sequential [mW] | combinational [mW] |
|---|---|---|---|
| 6_report | 0.130 | 0.333 | 0.663 |
| 5_1_grt | 0.146 | 0.346 | 0.735 |
| 4_1_cts | 0.139 | 0.327 | 0.560 |
## timing repair
| item | in CTS | in global routing |
|---|---|---|
| resized | 5 | 6 |
| endpoints found under the setup margin | 2 | 1 |
| pin swaps | 1 | 1 |
| buffers inserted | 4 | 2 |
Power is estimated from default activity; no workload was simulated.
