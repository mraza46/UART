==> /design/flow/design.v <==
module Rcv_fifo(clk, rst, wr_fifo, wr_fifo_data, rd_rcv_fifo, full, empty, wr_mem_data, wr_cmd);
  input clk,rst;
  input wr_fifo;
  input [7:0]wr_fifo_data;
  input rd_rcv_fifo;
  output reg full;
  output reg empty;
  output reg [7:0]wr_mem_data;
  output reg wr_cmd;
  reg [7:0] fifo_mem1 [0:7];
  reg [2:0] wr_ptr,rd_ptr;
  always @(posedge clk or posedge rst) begin
    if (rst)
      wr_ptr <= 3'b000;
    else if (wr_fifo )
      wr_ptr <= wr_ptr + 1'b1;
  end
  always @(posedge clk or posedge rst) begin
    if (rst)
      rd_ptr <= 3'b000;
    else if(rd_rcv_fifo & !empty)
      rd_ptr <= rd_ptr + 1'b1;
  end
  always @(*) begin 
    if (wr_fifo)
      fifo_mem1[wr_ptr] = wr_fifo_data;
    else if(!empty)
      wr_mem_data = fifo_mem1[rd_ptr];
  end
  always @(*) begin
    full = (wr_ptr == 7)? 1:0;
    empty = (wr_ptr == 0)? 1:0;
  end
  always @(posedge clk or posedge rst) begin
    if(rst)
      wr_cmd <= 1'b0;
    else
      wr_cmd <= wr_fifo;
  end
endmodule
==> /design/flow/run.sh <==
#!/bin/bash
# OpenROAD 26Q1-2900-gdf79404cd8, Yosys 0.63+post, stock flow scripts
make -C /OpenROAD-flow-scripts/flow DESIGN_CONFIG=/design/flow/config.mk WORK_HOME=/design/flow/orfs finish
==> /design/flow/config.mk <==
export PLATFORM = sky130hd
export DESIGN_NAME = Rcv_fifo
export DESIGN_NICKNAME = Rcv_fifo
export VERILOG_FILES = /design/flow/design.v
export SDC_FILE = /design/flow/constraint.sdc
export NUM_CORES = 4
export LEC_CHECK = 1
export CORE_UTILIZATION = 40
==> /design/flow/constraint.sdc <==
current_design Rcv_fifo

set clk_period 2.5
set clk_io_pct 0.2

create_clock -name clk0 -period $clk_period [get_ports {clk}]

set non_clock_inputs [all_inputs -no_clocks]
set_input_delay [expr $clk_period * $clk_io_pct] -clock clk0 $non_clock_inputs
set_output_delay [expr $clk_period * $clk_io_pct] -clock clk0 [all_outputs]
==> flow_summary.toml <==
# physical design summary
[route]
dr.pass1.iters = 4
drcViolationCount = 0
drtIter0Drc = 122
post_drt_via_cell_ratio = 5.20
routed_wl_um = 4440
wl_per_cell_um = 15.4
via_count = 1497
diodes = 0
postRouteAntennaNets = 0

[critical_path]
critical_path.slowest_cell = "clkdlybuf4s50_1"
path_max_fanout = 6
start_kind = "register"
end_kind = "output pin"
path_common_cell = "inv_1"
path_cells = "inv_1 -> ha_1 -> nand2b_1 -> inv_1 -> clkdlybuf4s50_1"
cp.required_ns = 2.00
worst_ep_arrival_time_ns = 1.65
path_class = "reg -> out"
max_stage_delay_ns = 0.45

[grt]
grt_pass1_wl_um = 7360
track_usage_pct = 18.2
antenna_found_initial = 0
grt_max_degree = 21
overflow = 0
grt_pass1_vias = 1435

[logic_synthesis]
ys_ff = 79
synthesis.area_um2 = 2160
synth_top_area_share_pct = 50.1
syn_inst = 203
syn_avg_cell_area_um2 = 10.6
ys_cells = 203
top_area_cell = "dlxtn_1"
synth.area.top_cells = "dlxtn_1, dfrtp_1, ha_1"
synth_chip_area_um2 = 2160
synth.yosys.warnings = 2
synth.distinct_cells = 30

[die]
die_w_um = 75.4
pin_count = 23
fp.coreArea_um2 = 5140
rows = 26
fp_util_pct = 41.9
chipArea_um2 = 5690
die_h_um = 75.4

[job]
drv_cap = 0
warnings = 33

[sta]
clock_skew_ns = 0.000884
worst_pin_slew_ns = 0.765
hold_slack_ns = 0.513
hold_violations = 0
fin_crit_sh_pct = 86.1
rsz0062_at_grt = "no"
unclocked_pins = 72
timing.setup.tns_ns = 0
setup_viol = 0
post-route-min-period_ns = 2.15
slew_viol_final = 0
relSlewSlack_pct = 48.5
untimed_endpoints = 80
fmax_mhz = 465

[placed_design]
io_buffers = 22
dp_hpwl_um = 3000
gp_congestion = 0.853
place_area_um2 = 2400

[cells_and_area]
finalInstanceArea_um2 = 2450
lay_top_count = "dlxtn_1"
final_core_util_pct = 47.6
filler_cell_count = 514
area_delta_synth_final_pct = 13.6
final_cell_mix = "dlxtn_1, nand2_1, clkdlybuf4s50_1"
drive_above_1_share_pct = 7.80
regArea_um2 = 1260
combGateArea_um2 = 795

[cts]
cts_resized = 0
insertion_delay_ns = 0.22
cts_setup_buffers = 0
path_clk_slew_ns = 0.04
cts-root-buf = "clkbuf_8"
ctsHoldBuffers = 0
ctsHtreeMaxLevel = 1
cts_made_buffers = 3
cts_tree = "done"
clockBufferDepth = 2

[power]
p_per_area_nw_per_um2 = 1020
leakage_nw = 1.12
ir_drop_mv = 0.678
finalPower_w = 0.00249

[status]
outcome = "finished clean"

[min_path]
min_path_type = "in -> async"
[worst paths after layout]
check                      depth (start not counted)   endpoint  slack [ns]       from
setup / recovery                                   5      empty        0.35  wr_ptr[1]
hold / removal                                     2  rd_ptr[0]        0.51        rst
hold reg to reg                                    1  rd_ptr[0]        0.54  rd_ptr[0]
min in group clk0                                  1  rd_ptr[0]        0.54  rd_ptr[0]
max in group asynchronous                          2  wr_ptr[0]        1.77        rst
setup reg to reg                                   5  rd_ptr[1]        0.95  wr_ptr[1]
[final cells by class]
| type | instances | share of cell area (%) |
|---|---|---|
| multi-input cells | 103 | 32.4 |
| repair buffers | 24 | 9.61 |
| well taps | 70 | 3.58 |
| flip-flops and latches | 79 | 51.3 |
| clock buffers | 4 | 1.84 |
| inverters | 8 | 1.23 |
[registers in the layout (all words and copies together) (netlist names)]
name         flops
fifo_mem1       64
rd_ptr           3
wr_cmd           1
wr_mem_data      8
wr_ptr           3
[Yosys cell counts (all sizes together)]
| cell type | number |
|---|---|
| a222oi | 8 |
| or4 | 1 |
| buf | 7 |
| nor3 | 8 |
| nand2 | 23 |
| nor2 | 3 |
| nor2b | 3 |
| nand2b | 3 |
| nor4 | 1 |
| ha | 13 |
| o211ai | 2 |
| nand4 | 1 |
| mux2 | 10 |
| a22o | 8 |
| clkbuf | 6 |
| xnor2 | 1 |
| inv | 8 |
| dfrtp | 7 |
| mux2i | 1 |
| o21ai | 4 |
| and2 | 1 |
| nand4b | 1 |
| and3b | 1 |
| a41oi | 8 |
| xor2 | 1 |
| or2 | 1 |
| dlxtn | 72 |
[power by group]
| group | total (W) | switching (W) | internal, W |
|---|---|---|---|
| Sequential | 0.000825 | 0.000109 | 0.000716 |
| Clock | 0.000155 | 0.0000449 | 0.000110 |
| Combinational | 0.00151 | 0.000826 | 0.000685 |
| Total | 0.00249 | 0.000980 | 0.00151 |
[logic make-up after synthesis]
group,Yosys count,synth area share (%)
XOR/XNOR,2,0.813
buffers and inverters,21,4.88
flip-flops,7,8.13
adder cells (fa/ha/maj),13,7.55
latches,72,50.1
AND-OR/OR-AND,30,12.2
AND/OR/NAND/NOR,47,10.6
multiplexers,11,5.69
[stage by stage]
stage | cells | setup WS, ns
after floorplan | 203 | 1.01
after global placement | 284 | 0.608
after detailed placement | 284 | 0.604
after CTS | 288 | 0.338
after global routing | 288 | 0.257
final | 288 | 0.348
[metal layers]
| metal | up-vias | GRT usage, % | wire, um |
|---|---|---|---|
| li1 | 740 | - | - |
| met1 | 713 | 30.3 | 2140 |
| met2 | 42 | 28.4 | 2100 |
| met3 | 2 | 1.07 | 190 |
| met4 | 0 | 1.85 | 10 |
| met5 | - | 0 | 0 |
[worst max-delay path: cells and delay by family, from the launching register on]
kind	cells	cell delay (ns)
adders and majority gates	1	0.22
DFF	1	0.43
and+or+nand+nor	1	0.12
buffers and inverters	3	0.66
