### /design/flow/constraint.sdc
current_design ctrl_logic

set clk_period 2.7
set clk_io_pct 0.2

create_clock -name clk0 -period $clk_period [get_ports {clk}]

set non_clock_inputs [all_inputs -no_clocks]
set_input_delay [expr $clk_period * $clk_io_pct] -clock clk0 $non_clock_inputs
set_output_delay [expr $clk_period * $clk_io_pct] -clock clk0 [all_outputs]
### /design/flow/run.sh
#!/bin/bash
# OpenROAD 26Q1-2900-gdf79404cd8, Yosys 0.63+post, stock flow scripts
make -C /OpenROAD-flow-scripts/flow DESIGN_CONFIG=/design/flow/config.mk WORK_HOME=/design/flow/orfs finish
### /design/flow/design.v
module ctrl_logic (clk,rst,wr_cmd,wr_fifo,wr_mem_data,full,empty,xf_full,xf_empty,sr_ready,rd_mem,wr_mem,addr,rd_rcv_fifo,wr_xmt_fifo,load_ps);
  input clk;
  input rst;
  input wr_cmd;
  input wr_fifo;
  input [7:0] wr_mem_data;        
  input full;                     
  input empty;                    
  input xf_full;                  
  input xf_empty;                 
  input sr_ready;                 
  output reg rd_mem;              
  output reg wr_mem;              
  output reg [3:0] addr;          
  output reg wr_xmt_fifo;
  output reg rd_rcv_fifo;
  output reg load_ps;
  localparam IDLE = 2'b00;
  localparam READ_MEM = 2'b01;
  localparam WRITE_MEM = 2'b10;
  reg [2:0] data_out;
  reg [2:0] val;
  reg [1:0] state;
  always @(posedge clk or posedge rst) begin
    if (rst) begin
      state <= IDLE;
      val <= 3'b0;
      addr <= 4'b0;
      data_out <= 3'b0;
      rd_mem <= 1'b0;
      wr_mem <= 1'b0;
      wr_xmt_fifo <= 1'b0;
      rd_rcv_fifo <= 1'b0;
      load_ps <= 1'b0;
    end else begin
      rd_mem <= 1'b0;
      wr_mem <= 1'b0;
      wr_xmt_fifo <= 1'b0;
      rd_rcv_fifo <= wr_fifo;
      load_ps <= 1'b0;
      case (state)
        IDLE: begin
          val <= 3'b0;
          if (wr_mem_data[0] == 1'b1) begin
            state <= READ_MEM;
          end else if (wr_mem_data[0] == 1'b0) begin
            state <= WRITE_MEM;
          end
          addr <= wr_mem_data[4:1];
          data_out <= wr_mem_data[7:5];
        end
        READ_MEM: begin
          if (val < data_out) begin
            rd_mem <= 1'b1;
            wr_xmt_fifo <= 1'b1;
            if (!empty) begin
              addr <= addr + 1'b1;
              val <= val + 1'b1;
            end
          end else if (xf_empty && wr_fifo) begin
            state <= IDLE;
          end
        end
        WRITE_MEM: begin
          if (val < data_out) begin
            if (wr_cmd && !empty) begin
              wr_mem <= 1'b1;
              val <= val + 1'b1;
            end
          end else if (wr_fifo) begin
            state <= IDLE;
          end
        end
      endcase
      if (wr_mem) begin
        addr <= addr + 1'b1;
      end
    end
  end
  always @(*) begin
    if (state == READ_MEM && !xf_empty && sr_ready) begin
      load_ps = 1;
    end else begin
      load_ps = 0;
    end
  end
endmodule
### /design/flow/config.mk
export PLATFORM = sky130hd
export DESIGN_NAME = ctrl_logic
export DESIGN_NICKNAME = ctrl_logic
export VERILOG_FILES = /design/flow/design.v
export SDC_FILE = /design/flow/constraint.sdc
export NUM_CORES = 4
export LEC_CHECK = 1
export CORE_AREA = 10 10 88 88
export DIE_AREA = 0 0 98 98
==> flow_metrics.tcl <==
# place-and-route summary
set metrics [dict create \
    seqPwrFrac_pct 37.3 \
    top_logic_kind "AND-OR/OR-AND gates" \
    peakVddDrop_mv 0.217 \
    xor_share_pct 0 \
    cts_buffer_depth 2 \
    htreeDepth 1 \
    finalInstanceArea_mm2 0.00122 \
    post-route-util_pct 20.6 \
    ys_async_sr_fraction_pct 100 \
    wire_per_inst_um 11.8 \
    cts_buffers 3 \
    synth_area_per_cell_um2 10.1 \
    min_to "data_out[0]" \
    cts_tree "done" \
    logic_area_um2 432 \
    num_antenna_cells 0 \
    root_buffer "clkbuf_8" \
    rsz0062_at_grt "no" \
    status "finished, final reports clean" \
    cp.required_ps 2840 \
    path_class "in -> reg" \
    grt_usage_pct 4.49 \
    dieArea_mm2 0.00960 \
    fin_tns_setup_ps 0 \
    finalWirelength_mm 2.17 \
    num_vias 690 \
    synthCells 88 \
    combPwrFrac_pct 45.2 \
    p_clk_share_pct 17.5 \
    min_path_cells 1 \
    post_cts_resized 0 \
    hold_viol_final 0 \
    warnings 28 \
    final_cells 184 \
    min_path_type "reg -> reg" \
    dpl_cell_area_mm2 0.00117 \
    ant_nets 0 \
    p_int_uw 783 \
    start_kind "input port" \
    cp_max_fo 4 \
    syn_to_final_growth_pct 37.8 \
    switching_power_uw 431 \
    ys_sh_mux_pct 7.62 \
    remaining_drc_errors 0 \
    p_total_uw 1210 \
    end_kind "flop" \
    edf_count 0 \
    via_per_inst 3.75 \
    synth_cell_types 37 \
    ys_sh_aoi_pct 22.1 \
    post-cts-setup-buffers 0 \
    ff_type "dfrtp_1" \
    maxSlewViolCount 0 \
    power_leakage_uw 0.000517 \
    r2r-start "data_out[2]" \
    setup_viol 0 \
    first_iter_violations 32 \
    powerDensity_mw_per_mm2 993 \
    grt_max_degree 17 \
    first_global_vias 722 \
    syn_area_um2 887 \
    slew_headroom_pct 56.6 \
    top_cells_by_area "dfrtp_1 42%, ha_1 5.6%, a21oi_1 3.4%" \
    nFillCells 634 \
    globalplace.congestion 0.782 \
    synth-seq-cells 16 \
    fp_util_pct 15.0 \
    rows 28 \
    finalCritPeriodShare_pct 70.0 \
    antenna_found_initial 0 \
    grt_pass1_wl_mm 3.61 \
    r2r-end "addr[1]" \
    gr-total-overflow 0 \
    yosys.area.top_type "dfrtp_1" \
    core_mm2 0.00592 \
    yosys-stat-area_um2 887 \
    reg2reg_depth 6 \
    min-delay-start "data_out[0]" \
    regArea_um2 402 \
    rrSetupSlack_ps 820 \
    worstMarginPinSlew_ps 650 \
    skew_ps 3.28 \
    dr.pass1.iters 4 \
    clk_latency_ps 250 \
    die_h_um 98 \
    fa_ha_area_share_pct 5.64 \
    sw_frac_of_total_pct 35.5 \
    simple_gate_area_share_pct 12.8 \
    cts_sinks 16 \
    dp_hpwl_mm 1.68 \
    dp.cells 180 \
    fmax_mhz 529 \
    yosys_cells 88 \
    period_needed_ps 1890 \
    drive_gt1_share_pct 10.1 \
    maxCapViolCount 0 \
    io_buffers 21 \
    ys_seq_share_pct 45.3 \
    cp_data_arrival_time_ps 2030 \
    die_w_um 98 \
    yosys_warnings 3 \
    yosys.area.top_type_share_pct 42.3 \
    hold_buffers 0 \
    ios 26 \
    clkTransAtPathRegs_ps 70 \
]
## stage by stage
stage | hold slack, ps | worst slack, ps
after global routing | 544 | 721
after detailed placement | 513 | 552
final | 515 | 810
after global placement | 504 | 551
after floorplan | 453 | 894
after CTS | 528 | 807
## power by group through the flow
| stage | clock network [uW] | logic (uW) | registers, uW |
|---|---|---|---|
| 4_1_cts | 218 | 559 | 455 |
| 5_1_grt | 231 | 629 | 474 |
| 6_report | 212 | 549 | 453 |
## worst max-delay path, stage by stage
cell and delay (ps):
clkdlybuf4s50_1 420, a211o_1 330, a211o_1 330, nand3b_4 120, mux2_4 300
## worst max-delay path by stage
stage | endpoint | slack (ps) | start
5_1_grt | addr[3] | 720 | data_out[2]
6_report | addr[1] | 810 | empty
4_1_cts | addr[1] | 810 | data_out[2]
## final cells by class
class | instances | area share (%)
multi-input combinational | 60 | 35.3
sequential | 16 | 32.9
timing repair buffer | 21 | 17.2
tap | 75 | 7.68
clock buffer | 4 | 4.50
inverter | 8 | 2.46
## synthesized netlist by cell type, drive strengths merged (2+ instances only)
| master | instances |
|---|---|
| a21oi | 6 |
| a22oi | 3 |
| mux2 | 3 |
| a211o | 2 |
| buf | 3 |
| dfrtp | 15 |
| nand2b | 2 |
| nand2 | 7 |
| nor2 | 3 |
| ha | 4 |
| o21ai | 6 |
| mux2i | 3 |
| inv | 8 |
| and2 | 2 |
| a21o | 2 |
| a211oi | 2 |
## flip-flops by register name, indices dropped and copies added (netlist names)
register and flops:
addr 4, data_out 3, rd_mem 1, rd_rcv_fifo 1, state 3, val 3, wr_mem 1
## cells by family (layout without fill, tap and decap cells)
kind of cell,Yosys count,in the layout
AND-OR/OR-AND,29,29
AND/OR/NAND/NOR,20,20
multiplexers,6,6
adder cells (fa/ha/maj),4,4
other,1,1
flip-flops,16,16
buffers and inverters,12,33
## cell usage in the layout, fill, tap and decap left out, drive strengths merged, types with 2 or more instances in the layout
cell type,count
nor2,3
clkdlybuf4s50,21
a211o,2
nand2b,2
o21ai,6
dfrtp,15
a21o,2
clkbuf,4
mux2i,3
mux2,3
a211oi,2
nand2,7
a22oi,3
and2,2
inv,8
ha,4
a21oi,6
## routing by layer
metal / share of wire [%] / vias up / GRT usage [%]
met4: 0.97 / 0 / 0.895
met5: 0 / - / 0
met2: 48 / 9 / 7.61
met3: 4.7 / 2 / 1.42
met1: 46 / 321 / 5.46
li1: - / 358 / -
Power is estimated from default activity; no workload was simulated.
